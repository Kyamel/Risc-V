==> flow/design.v <==
module pipeline_registers (
    input wire clk,
    input wire reset,
    input wire stall,
    input wire flush,
    input wire [31:0] if_pc,
    input wire [31:0] if_instruction,
    input wire if_valid,
    output reg [31:0] id_pc,
    output reg [31:0] id_instruction,
    output reg id_valid,
    input wire [31:0] id_pc_in,
    input wire [31:0] id_instruction_in,
    input wire [31:0] id_rs1_data_in,
    input wire [31:0] id_rs2_data_in,
    input wire [31:0] id_immediate_in,
    input wire [4:0] id_rd_addr_in,
    input wire [4:0] id_rs1_addr_in,
    input wire [4:0] id_rs2_addr_in,
    input wire [20-1:0] id_control_signals_in,
    input wire id_valid_in,
    output reg [31:0] ex_pc,
    output reg [31:0] ex_instruction,
    output reg [31:0] ex_rs1_data,
    output reg [31:0] ex_rs2_data,
    output reg [31:0] ex_immediate,
    output reg [4:0] ex_rd_addr,
    output reg [4:0] ex_rs1_addr,
    output reg [4:0] ex_rs2_addr,
    output reg [20-1:0] ex_control_signals,
    output reg ex_valid,
    input wire [31:0] ex_pc_in,
    input wire [31:0] ex_alu_result_in,
    input wire [31:0] ex_rs2_data_in,
    input wire [4:0] ex_rd_addr_in,
    input wire [20-1:0] ex_control_signals_in,
    input wire ex_valid_in,
    output reg [31:0] mem_pc,
    output reg [31:0] mem_alu_result,
    output reg [31:0] mem_rs2_data,
    output reg [4:0] mem_rd_addr,
    output reg [20-1:0] mem_control_signals,
    output reg mem_valid,
    input wire [31:0] mem_pc_in,
    input wire [31:0] mem_alu_result_in,
    input wire [31:0] mem_mem_data_in,
    input wire [4:0] mem_rd_addr_in,
    input wire [20-1:0] mem_control_signals_in,
    input wire mem_valid_in,
    output reg [31:0] wb_pc,
    output reg [31:0] wb_alu_result,
    output reg [31:0] wb_mem_data,
    output reg [4:0] wb_rd_addr,
    output reg [20-1:0] wb_control_signals,
    output reg wb_valid
);
    always @(posedge clk or posedge reset) begin
        if (reset) begin
            id_pc <= 32'h0;
            id_instruction <= 32'h0;
            id_valid <= 1'b0;
        end
        else if (flush) begin
            id_pc <= 32'h0;
            id_instruction <= 32'h0;
            id_valid <= 1'b0;
        end
        else if (!stall) begin
            id_pc <= if_pc;
            id_instruction <= if_instruction;
            id_valid <= if_valid;
        end
    end
    always @(posedge clk or posedge reset) begin
        if (reset) begin
            ex_pc <= 32'h0;
            ex_instruction <= 32'h0;
            ex_rs1_data <= 32'h0;
            ex_rs2_data <= 32'h0;
            ex_immediate <= 32'h0;
            ex_rd_addr <= 5'h0;
            ex_rs1_addr <= 5'h0;
            ex_rs2_addr <= 5'h0;
            ex_control_signals <= {20{1'b0}};
            ex_valid <= 1'b0;
        end
        else if (flush) begin
            ex_pc <= 32'h0;
            ex_instruction <= 32'h0;
            ex_rs1_data <= 32'h0;
            ex_rs2_data <= 32'h0;
            ex_immediate <= 32'h0;
            ex_rd_addr <= 5'h0;
            ex_rs1_addr <= 5'h0;
            ex_rs2_addr <= 5'h0;
            ex_control_signals <= {20{1'b0}};
            ex_valid <= 1'b0;
        end
        else if (!stall) begin
            ex_pc <= id_pc_in;
            ex_instruction <= id_instruction_in;
            ex_rs1_data <= id_rs1_data_in;
            ex_rs2_data <= id_rs2_data_in;
            ex_immediate <= id_immediate_in;
            ex_rd_addr <= id_rd_addr_in;
            ex_rs1_addr <= id_rs1_addr_in;
            ex_rs2_addr <= id_rs2_addr_in;
            ex_control_signals <= id_control_signals_in;
            ex_valid <= id_valid_in;
        end
    end
    always @(posedge clk or posedge reset) begin
        if (reset) begin
            mem_pc <= 32'h0;
            mem_alu_result <= 32'h0;
            mem_rs2_data <= 32'h0;
            mem_rd_addr <= 5'h0;
            mem_control_signals <= {20{1'b0}};
            mem_valid <= 1'b0;
        end
        else begin
            mem_pc <= ex_pc_in;
            mem_alu_result <= ex_alu_result_in;
            mem_rs2_data <= ex_rs2_data_in;
            mem_rd_addr <= ex_rd_addr_in;
            mem_control_signals <= ex_control_signals_in;
            mem_valid <= ex_valid_in;
        end
    end
    always @(posedge clk or posedge reset) begin
        if (reset) begin
            wb_pc <= 32'h0;
            wb_alu_result <= 32'h0;
            wb_mem_data <= 32'h0;
            wb_rd_addr <= 5'h0;
            wb_control_signals <= {20{1'b0}};
            wb_valid <= 1'b0;
        end
        else begin
            wb_pc <= mem_pc_in;
            wb_alu_result <= mem_alu_result_in;
            wb_mem_data <= mem_mem_data_in;
            wb_rd_addr <= mem_rd_addr_in;
            wb_control_signals <= mem_control_signals_in;
            wb_valid <= mem_valid_in;
        end
    end
endmodule
==> flow/run.sh <==
#!/bin/bash
# OpenROAD 26Q1-2900-gdf79404cd8, Yosys 0.63+post, stock flow scripts
make -C /OpenROAD-flow-scripts/flow DESIGN_CONFIG=/design/flow/config.mk WORK_HOME=/design/flow/orfs finish
==> flow/config.mk <==
export PLATFORM = sky130hd
export DESIGN_NAME = pipeline_registers
export DESIGN_NICKNAME = pipeline_registers
export VERILOG_FILES = /design/flow/design.v
export SDC_FILE = /design/flow/constraint.sdc
export NUM_CORES = 4
export LEC_CHECK = 1
export CORE_AREA = 10 10 438 438
export DIE_AREA = 0 0 448 448
export SYNTH_HDL_FRONTEND = slang
==> flow/constraint.sdc <==
current_design pipeline_registers

set clk_period 1.0
set clk_io_pct 0.2

create_clock -name clk0 -period $clk_period [get_ports {clk}]

set non_clock_inputs [all_inputs -no_clocks]
set_input_delay [expr $clk_period * $clk_io_pct] -clock clk0 $non_clock_inputs
set_output_delay [expr $clk_period * $clk_io_pct] -clock clk0 [all_outputs]
==> results_dict.tcl <==
# place-and-route summary
set metrics [dict create \
    status "finished, violations left" \
    failed_checks "setup timing" \
    gp_congestion 0.9248 \
    htreeDepth 3 \
    p_int_mw 41.49 \
    holdWs_ps 66.22 \
    grt_max_degree 60 \
    p_comb_share_pct 15.1 \
    final.setup.tns_ps -192290 \
    edf_count 0 \
    setup_viol 508 \
    core_mm2 0.1827 \
    pin_count 1014 \
    synth_area_leader_cell "dfrtp_1" \
    worst-setup-path-type "flip-flop to output pin" \
    cts_tree "done" \
    max_stage_delay_ps 430 \
    numSynthFlops 505 \
    antenna_found_initial 77 \
    area_delta_synth_final_pct 114.3 \
    drive_gt1_share_pct 32.90 \
    skew_ps 0 \
    vias 14830 \
    grt_overflow_total 0 \
    numCtsBuffers 67 \
    cts_root_buf "clkbuf_16" \
    yosys_area_mm2 0.01670 \
    regArea_mm2 0.01265 \
    die_x_um 448 \
    path_max_fanout 1 \
    min_path_type "input pin to flip-flop" \
    holdPathStages 1 \
    finalWirelength_mm 118.3 \
    crit_family "flip-flops" \
    nFillCells 19510 \
    rows 157 \
    worst_slack_ps -487.4 \
    die-area_mm2 0.2007 \
    critPathArrivalTime_ps 1290 \
    logic_area_mm2 0.003592 \
    slowest_stage "dfrtp_1" \
    ff2ff_path_depth 5 \
    fin_area_mm2 0.03578 \
    synth_async_sr_flop_share_pct 100.0 \
    grt.total_usage_pct 11.49 \
    crit_cells 1 \
    synth_top_area_share_pct 75.68 \
    synth.distinct_cells 9 \
    syn_area_per_cell_um2 15.38 \
    io_buffers 1013 \
    most_common_cell "dfrtp_1" \
    post_drt_wl_per_cell_um 23.33 \
    reg2reg_slack_ps -70 \
    cp-start-kind "flip-flop" \
    clk_latency_ps 650 \
    pre_cts_slack_ps -278.9 \
    syn_inst 1086 \
    grt_pass1_vias 15960 \
    drv_cap 0 \
    crit_path_cell_trace "buf_6" \
    timing.fmax_ghz 0.6723 \
    tightest_slew_ps 285.2 \
    drc 0 \
    clockBufferDepth 3 \
    crit_required_ps 800 \
    path_buffers 1 \
    hpwl_mm 98.30 \
    p_sw_share_pct 25.34 \
    crit_path_end_kind "output pin" \
    power_density_mw_per_mm2 1553 \
    yosysWarnings 0 \
    placed_cell_area_mm2 0.03155 \
    ys_cells 1086 \
    clock-sinks 505 \
    maxSlewHeadroom_pct 80.99 \
    rsz0062_at_grt "true" \
    vias_per_cell 2.924 \
    p_leak_nw 16.70 \
    warnings 28 \
    firstDrtPassIters 4 \
    p_switching_mw 14.08 \
    drtIter0Drc 669 \
    ys_seq_share_pct 75.68 \
    common_cells "505 x dfrtp_1, 261 x mux2i_1, 261 x nor2_1" \
    area_leaders "dfrtp_1 76%, mux2i_1 16%, nor2_1 5.9%, buf_8 0.81%, buf_6 0.81%" \
    die_height_um 448 \
    finalMaxSlewViolations 0 \
    ant_nets 0 \
    fp_util_pct 9.140 \
    seqPwrFrac_pct 40.0 \
    hold_viol 0 \
    synth-main-ff-cell "dfrtp_1" \
    vdd.ir_drop.worst_uv 1570 \
    path_clk_slew_ps 60 \
    finalCriticalPeriod_ps 1487 \
    synth_area_mm2 0.01670 \
    finalClockPeriodUsage_pct 148.7 \
    clkPwrFrac_pct 44.9 \
    grt_pass1_wl_mm 152.9 \
]
==> power groups by stage <==
stage / logic [mW] / clock network [mW] / registers [mW]
4_1_cts: 8.55 / 26.0 / 22.2
5_1_grt: 9.04 / 26.7 / 22.3
6_report: 8.39 / 24.9 / 22.2
==> metal layers <==
metal,wire [um],GRT usage [%],vias up
met1,40300,12.51,7310
met3,12250,5.479,216
met2,62000,20.29,598
li1,-,-,6661
met4,3507,2.315,44
met5,273,0,-
==> timing repair <==
item	4_1_cts	5_1_grt
hold buffers	257	0
setup endpoints to repair	505	511
endpoints found under the hold margin	333	0
buffers inserted	62	39
cloned	0	0
pin swaps	0	2
resized	1573	15
==> placed cells by master, fill, tap and decap left out <==
cell,instances
buf_12,100
buf_16,1
buf_2,329
buf_4,224
buf_6,106
buf_8,2
bufinv_16,5
clkbuf_1,14
clkbuf_16,67
clkbuf_8,11
clkdlybuf4s50_1,506
clkinv_16,4
clkinv_2,10
clkinv_4,2
clkinv_8,2
clkinvlp_4,3
dfrtp_1,494
dfrtp_2,11
diode_2,14
dlygate4sd3_1,257
inv_16,1
inv_6,1
mux2i_1,261
nor2_1,261
==> final cells by class <==
cell class                      instances  area share (%)
Clock buffer                           92           5.255
Multi-Input combinational cell        522           10.04
Tap cell                             2385           8.339
Sequential cell                       505           35.35
Timing Repair Buffer                 1525           39.74
Inverter                                1         0.02098
Antenna cell                           14         0.09791
Clock inverter                         27           1.157
==> kinds of logic after synthesis <==
family                 Yosys count  share of synthesized area (%)
AND/OR/NAND/NOR                261                          5.867
buffers and inverters           59                          2.803
multiplexers                   261                          15.65
flip-flops                     505                          75.68
==> through the flow <==
stage	utilization [%]	total power, mW	std cells
6_report	19.59	55.57	5071
3_5_place_dp	17.27	30.51	4582
2_1_floorplan	-	23.71	1086
5_1_grt	19.57	58.08	5058
3_3_place_gp	17.27	30.48	4582
4_1_cts	19.38	56.79	5020
==> path summary, 6_finish.rpt <==
kind	startpoint	end
setup / recovery	wb_pc[10]	wb_pc[10]
hold / removal	mem_mem_data_in[31]	wb_mem_data[31]
setup reg to reg	ex_pc[0]	ex_pc[0]
hold reg to reg	ex_rs1_data[27]	ex_rs1_data[27]
max in group asynchronous	reset	wb_mem_data[18]
min in group asynchronous	reset	mem_rd_addr[2]
Power is estimated from default activity; no workload was simulated.
